===== /design/flow/run.sh =====
#!/bin/bash
# OpenROAD 26Q1-2900-gdf79404cd8, Yosys 0.63+post, stock flow scripts
make -C /OpenROAD-flow-scripts/flow DESIGN_CONFIG=/design/flow/config.mk WORK_HOME=/design/flow/orfs finish

===== /design/flow/design.v =====
`timescale 1ns / 1ps
module counter(
    input clk,
    input reset,
    output [3:0]out
    );
    integer count;
    assign out=count;
    always@(posedge clk)
    begin
      if(reset==0)
        count=0;
      else
        count=count+1;
     end
endmodule

===== /design/flow/constraint.sdc =====
current_design counter

set clk_period 1.0
set clk_io_pct 0.2

create_clock -name clk0 -period $clk_period [get_ports {clk}]

set non_clock_inputs [all_inputs -no_clocks]
set_input_delay [expr $clk_period * $clk_io_pct] -clock clk0 $non_clock_inputs
set_output_delay [expr $clk_period * $clk_io_pct] -clock clk0 [all_outputs]

===== /design/flow/config.mk =====
export PLATFORM = sky130hd
export DESIGN_NAME = counter
export DESIGN_NICKNAME = counter
export VERILOG_FILES = /design/flow/design.v
export SDC_FILE = /design/flow/constraint.sdc
export NUM_CORES = 4
export LEC_CHECK = 1
export CORE_AREA = 10 10 70 70
export DIE_AREA = 0 0 80 80

==> flow_summary_export.csv <==
group,metric,value,unit
status,outcome,"complete, no violations",
floorplanning,io_pins,6,
floorplanning,fp.dieH,80,um
worst_setup_path,max_stage_delay,0.32,ns
worst_hold_path,worst_hold_path_type,"flip-flop to flip-flop",
worst_setup_path,slowest_stage,"dfxtp_2",
logic_synthesis,syn_avg_cell_area,11.2,sq um
pwr,seqPwrFrac,39.8,%
final_timing,skew,0.00611,ns
pwr,p_leak,0.131,nW
worst_setup_path,critPathKind,"flip-flop to flip-flop",
logic_synthesis,ys_async_sr_fraction,0,%
global_route,grt_max_degree,6,
final_timing,rsz0062_at_grt,"false",
logic_synthesis,ys.flops,4,
final_layout,largest_register_ffs,4,
final_timing,finalHoldViolCount,0,
logic_synthesis,top_cell,"dfxtp_1",
logic_synthesis,synth_top_area_share,55.2,%
logic_synthesis,yosys_area,145,sq um
logic_synthesis,top_area_cell,"dfxtp_1",
logic_synthesis,area_leaders,"dfxtp_1 55%, and2_1 8.6%, ha_1 8.6%",
placement,numPortBuffers,5,
worst_setup_path,cp_cell_sequence,"buf_6 -> ha_4 -> xor2_1 -> and2_1",
routing,antenna_cells,0,
worst_setup_path,cp-start-kind,"flip-flop",
placement,dp.cells,67,
logic_synthesis,synth.distinct_cells,9,
clock_network,numCtsBuffers,3,
worst_setup_path,cp_num_buf_inv,1,
clock_network,cts.sinks,4,
placement,place_hpwl,312,um
logic_synthesis,synthCells,13,
worst_setup_path,crit_fanout,2,
final_layout,fin_cells,71,
worst_setup_path,reg2reg_to,"count[2]",
placement,gp_congestion,0.674,
worst_hold_path,whs_path_depth,2,
logic_synthesis,yosysWarnings,1,
clock_network,cts_tree,"yes",
routing,wl_per_cell,5.87,um
global_route,grt_pass1_vias,125,
floorplanning,die_area,6400,sq um
floorplanning,initial_core_util,4.25,%
final_timing,final_max_slew_viol_count,0,
routing,vias,133,
pwr,peakVddDrop,0.000380,V
pwr,internal_power,345,uW
routing,dr.pass1.iters,2,
final_timing,hold_slack,0.531,ns
logic_synthesis,ys_top_cells_by_count,"4 x dfxtp_1, 2 x and2_1",
final_layout,drive_gt1_share,48.0,%
final_layout,area_delta_synth_final,122,%
global_route,antenna_found_initial,0,
worst_hold_path,hold_start,"count[0]",
pwr,p_per_area,1400,nW/um^2
pwr,power,451,uW
floorplanning,die_x,80,um
routing,drc,0,
worst_setup_path,critPathRequiredTime,1.13,ns
clock_network,clock_latency,0.24,ns
routing,ant_nets,0,
final_timing,finalClockPeriodUsage,95.8,%
logic_synthesis,postSynthSeqShare,55.2,%
clock_network,htree_levels,1,
worst_setup_path,crit_family,"flip-flops",
clock_network,cts_max_path_buffers,2,
worst_setup_path,cp.arrival,1.09,ns
final_timing,relSlewSlack,91.2,%
worst_setup_path,critPathCaptureType,"flip-flop",
job,drv_cap,0,
floorplanning,rows,21,
pwr,clkPwrFrac,47.6,%
logic_synthesis,synth_stat.cells,13,
final_timing,worst_pin_slew,0.128,ns
pwr,switchingPower,106,uW
global_route,grt_util_all_layers,1.39,%
global_route,grt_pass1_wl,607,um
worst_setup_path,r2r_start,"count[1]",
clock_network,root_buffer,"clkbuf_4",
routing,drt_iter0_drc,8,
logic_synthesis,syn_area,145,sq um
clock_network,cts.clk_slew.worst_paths,0.04,ns
logic_synthesis,synth-edff-count,0,
routing,drt_wl_total,417,um
pwr,comb_power_share,12.7,%
final_timing,setup_violations,0,
floorplanning,fp.coreArea,3420,sq um
global_route,grt.overflow.total,0,
job,tool_warnings,25,
final_layout,fillerInstances,401,
final_timing,layout_min_cycle_time,0.958,ns
routing,viasPerCell,1.87,
worst_setup_path,ff2ff_path_depth,4,
pwr,sw_frac_of_total,23.4,%
final_timing,fmax,1.04,GHz
worst_hold_path,hold_end,"count[0]",
worst_setup_path,rrSetupSlack,0.04,ns
logic_synthesis,ff_type,"dfxtp_1",
-- cells in the final DEF, fill, tap and decap left out --
| cell | netlist | layout |
|---|---|---|
| buf_6 | 0 | 1 |
| nand2_1 | 1 | 1 |
| clkbuf_4 | 0 | 3 |
| nor2b_1 | 1 | 1 |
| mux2i_1 | 1 | 1 |
| clkdlybuf4s15_1 | 0 | 3 |
| xor2_1 | 1 | 1 |
| dfxtp_1 | 4 | 1 |
| dfxtp_2 | 0 | 2 |
| clkbuf_2 | 0 | 1 |
| dfxtp_4 | 0 | 1 |
| buf_4 | 0 | 3 |
| and2_1 | 2 | 2 |
| nand3_1 | 1 | 1 |
| nand2b_1 | 1 | 1 |
| clkdlybuf4s50_1 | 0 | 1 |
| ha_4 | 0 | 1 |
-- layer usage --
metal	vias up	global-route usage (%)	part of all wire (%)	wire length, um
met5	-	0	0	0
met3	0	2.05	18	74
met1	56	2.07	64	265
met2	9	0.803	19	78
met4	0	0.176	0	0
li1	68	-	-	-
-- tightest hold or removal path, stage by stage (launching register included) --
cell,delay (ns)
dfxtp_4,0.36
buf_4,0.11
nor2b_1,0.03
-- metrics by stage --
stage | util, % | TNS, ns | instance area, sq um | setup WS, ns
after global routing | 9.45 | 0 | 323 | 0.0106
after CTS | 9.05 | 0 | 309 | 0.00573
after global placement | 8.06 | -0.0446 | 275 | -0.0320
final | 9.45 | 0 | 323 | 0.0422
after detailed placement | 8.06 | -0.0539 | 275 | -0.0397
after floorplan | - | 0 | 145 | 0.124
-- repair_timing --
| item | CTS | global route |
|---|---|---|
| hold endpoints to repair | 0 | 0 |
| resized | 10 | 6 |
| hold buffers | 0 | 0 |
| setup buffers | 1 | 0 |
| pin swaps | 0 | 0 |
| setup endpoints to repair | 5 | 4 |
-- power groups by stage --
stage                 clock network (mW)  logic (mW)  registers, mW
after CTS                          0.215      0.0529          0.179
after global routing               0.230      0.0648          0.182
final                              0.215      0.0571          0.179
-- area by class of cell --
cell class	instances	area, sq um	area share [%]
clock buffers	3	22.5	6.98
repair buffers	9	78.8	24.4
well taps	46	57.6	17.8
flip-flops and latches	4	86.3	26.7
multi-input cells	9	77.6	24.0
-- kinds of logic after synthesis --
family | synth area share [%]
and+or+nand+nor | 23.3
adders and majority gates | 8.62
muxes | 6.90
DFF | 55.2
xor gates and xnor gates | 6.04
-- worst max-delay path by stage --
stage        start  slack [ns]        to  cells past startpoint
6_report  count[1]        0.04  count[2]                      4
4_1_cts   count[3]       0.006    out[3]                      1
5_1_grt   count[1]        0.01    out[1]                      1
No activity file was given, so power comes from the tool's default toggle rates.
