<file path="flow/design.v">
module seq(d_in,d_out,door_open,clk,reset);
	input d_in,clk,reset;
	output d_out, door_open;
	parameter s0=0,s1=1,s2=2,s3=3,s4=4,s5=5,s6=6;
	reg [2:0]state,ns;
	reg d_out;
    assign door_open=d_out;
	always@(posedge clk)
	begin
	if(reset==0) state<=s0;
	else state<=ns;
    end
    always@(d_in,state)
    begin
    	case(state)
    		s0: begin
    			if(d_in==1) begin ns<=s1; end 
    			else begin ns<=s0; end	
    			end 
    		s1: begin
    			if(d_in==0) begin ns<=s2; end 
    			else begin ns<=s1; end	
    			end
    		s2: begin
    			if(d_in==1) begin ns<=s3; end 
    			else begin ns<=s2; end	
    			end 	
    		s3: begin
    			if(d_in==0) begin ns<=s4; end 
    			else begin ns<=s2; end	
    			end 
    		s4: begin
    			if(d_in==1) begin ns<=s5; end 
    			else begin ns<=s3; end	
    			end 	
    		s5: begin
    			if(d_in==0) begin ns<=s6; end 
    			else begin ns<=s4; end	
    			end
    		s6: begin
    			if(d_in==1) begin ns<=s5; end 
    			else begin ns<=s0; end	
    			end 
    		default: ns<=s0;
    	endcase  
    end
    always@(state)
    begin
    	case(state)
    		s0: d_out=0;
    		s1: d_out=0;
    		s3: d_out=0;
    		s4: d_out=0;
    		s5: d_out=0;
    		s6: d_out=1;
    		default: d_out=0;
    	endcase  
    end
endmodule    		
</file>
<file path="flow/run.sh">
#!/bin/bash
# OpenROAD 26Q1-2900-gdf79404cd8, Yosys 0.63+post, stock flow scripts
make -C /OpenROAD-flow-scripts/flow DESIGN_CONFIG=/design/flow/config.mk WORK_HOME=/design/flow/orfs finish
</file>
<file path="flow/config.mk">
export PLATFORM = sky130hd
export DESIGN_NAME = seq
export DESIGN_NICKNAME = seq
export VERILOG_FILES = /design/flow/design.v
export SDC_FILE = /design/flow/constraint.sdc
export NUM_CORES = 4
export LEC_CHECK = 1
export CORE_AREA = 10 10 70 70
export DIE_AREA = 0 0 80 80
</file>
<file path="flow/constraint.sdc">
current_design seq

set clk_period 1.0
set clk_io_pct 0.2

create_clock -name clk0 -period $clk_period [get_ports {clk}]

set non_clock_inputs [all_inputs -no_clocks]
set_input_delay [expr $clk_period * $clk_io_pct] -clock clk0 $non_clock_inputs
set_output_delay [expr $clk_period * $clk_io_pct] -clock clk0 [all_outputs]
</file>
==> run summary <==
First-iteration detailed-routing DRC count - 26
Worst path depth - 1
Core Region - 3416 um2
Number of cells in Yosys stat - 23
Largest register FFs - 7
Die ar. - 6400 um2
Critical-path cell with the highest stage delay - dfxtp_2
Clk_skew - 0.8069 ps
Final setup viols - 0
Max stage delay on crit path - 330 ps
Slew HR - 81.32%
Largest regs - state x7
Final-report max-slew violation count - 0
CP Cell Sequence - clkdlybuf4s15_1
Setup CP Type - flop to output port
Antenna Diode Count - 0
Tool warnings - 25
Yosys warns - 1
DRT Pass-1 Iters - 2
Syn Std Cell Area - 245.2 um2
Min-delay worst type - primary input to flop
Dpl cells - 72
Crit path max-delay family - flip-flops
TritonCTS clock tree - done
Largest net degree at the start of global routing - 8
Grt ovf - 0
Ys flops - 7
Max Cap Viol - 0
Total CTS buffers - 3
Arrival time worst endpoint - 740 ps
Share of layout cells above drive strength 1 - 23.33%
Buffer depth of the longest clock path - 2
CTS root buf - clkbuf_4
Yosys stat area - 245.2 um2
DRT antenna net count - 0
First-pass GRT wire length - 814 um
Min Tclk post-route - 942.1 ps
H-Tree Depth - 1
Hold Violations, Final - 0
DR vias/cell - 2.329
Final Util - 10.44%
Vias post-DR - 177
Slew @ Worst Pin - 279.7 ps
Clock latency (worst-skew pair) - 250 ps
Mapped Avg Cell Area - 10.66 um2
Non-filler instance count after layout - 76
Initial antenna violation count - 0
Final worst slack - 57.90 ps
Drt drc - 0
Placed cell area - 331.6 um2
Worst VDD drop - 0.2462 mV
Final Cycle Share - 94.21%
Status - finished, final reports clean
Leakage power - 0.1456 nW
Crit path DRT - 800 ps
CP bufs+invs - 1
Worst Path Max Fanout - 3
Clock Pin Slew Worst Setup and Hold Paths - 50 ps
Worst r2r path cells - 1
Die Width - 80 um
DRT Wirelength - 460 um
Routability-driven placement congestion ratio - 0.6414
Unique cell types - 11
RSZ-0062 raised after global routing - no
Routed len/inst - 6.053 um
Startpoint type of the worst setup path - flop
Min-Delay Path Depth - 2
Biggest register - state
Max Freq - 1061 MHz
CP endpoint kind - output port
TritonCTS Sinks - 7
Io pins - 5
Gr usage total - 1.624%
Floorplan core density - 7.179%
DP Worst Slack - -262.5 ps
Die height - 80 um
Port bufs - 4
Vias in the first global route - 181
Area Overhead vs Synth - 45.41%
Design area - 356.6 um2
PwrDens - 1604 nW/um2
Seq/Total Area, Yosys - 57.14%
Row count - 21
Mapped Cells - 23
[path summary, 6_finish.rpt]
path | from | endpoint | slack (ps)
worst min-delay path | d_in | state[0] | 360
worst max-delay path | state[3] | d_out | 60
worst max register to register | state[4] | state[2] | 260
worst min register to register | state[4] | state[4] | 480
[what timing repair did]
action,in CTS,in global routing
setup endpoints to repair,2,4
resized,7,1
hold buffers,0,0
buffers inserted,1,0
[kinds of logic (layout without fill, tap and decap cells)]
| logic type | count (synthesis) | after routing | synth area share, % |
|---|---|---|---|
| compound gates | 2 | 2 | 6.121 |
| buf+inv | 2 | 9 | 7.654 |
| flops | 7 | 7 | 57.14 |
| mux | 2 | 2 | 8.164 |
| simple gates | 10 | 10 | 20.92 |
[Yosys cell counts (all sizes together)]
master	number	area [um2]
and3b	1	10.01
buf	2	18.77
dfxtp	7	140.1
mux2i	2	20.02
nand2	1	3.750
nand2b	1	6.260
nor2	5	18.77
nor2b	2	12.51
o21ai	1	5.000
o311a	1	10.01
[where the power goes]
part | total, W | switching [W] | internal, W | leakage (nW)
sequential | 0.000294 | 0.00000489 | 0.000289 | 0.0578
clock | 0.000248 | 0.0000967 | 0.000152 | 0.0150
combinational | 0.0000295 | 0.0000127 | 0.0000167 | 0.0729
total | 0.000572 | 0.000114 | 0.000458 | 0.146
[area by class of cell]
class	count	area (um2)
sequential	7	141.4
clock buffer	4	26.28
tap	46	57.56
fill	399	3059
multi-input combinational	14	86.33
timing repair buffer	5	45.04
[through the flow]
stage                     TNS [ps]  total power, W  hold slack, ps
after floorplan                  0       0.0003199           280.0
after global routing             0       0.0006080           390.4
after global placement      -944.3       0.0003282           458.4
final                            0       0.0005720           357.7
after CTS                        0       0.0005874           476.7
after detailed placement     -1192       0.0003299           467.6
[placed cells by master (no fill, tap or decap)]
cell type / synthesis / layout
dfxtp_2: 0 / 1
o21ai_1: 1 / 1
clkbuf_4: 0 / 3
mux2i_1: 2 / 2
nand2_1: 1 / 1
and3b_2: 1 / 1
nor2_1: 5 / 5
clkdlybuf4s15_1: 0 / 1
buf_4: 1 / 1
dfxtp_1: 7 / 6
buf_2: 0 / 1
clkbuf_1: 0 / 1
dlymetal6s2s_1: 0 / 1
nand2b_1: 1 / 1
nor2b_1: 2 / 2
clkdlybuf4s50_1: 0 / 1
o311a_1: 1 / 1
[per-layer routing]
metal  vias to the layer above  part of all wire (%)  track usage [%]
met2                         6                    37            1.926
met5                         -                     0                0
met4                         0                   6.7            1.056
met1                        79                    42            1.804
li1                         88                     -                -
met3                         4                    15            1.477
Power and IR drop assume default switching activity.
