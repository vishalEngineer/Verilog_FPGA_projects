===== ./config.mk =====
export PLATFORM = sky130hd
export DESIGN_NAME = ALU
export DESIGN_NICKNAME = ALU
export VERILOG_FILES = /design/flow/design.v
export SDC_FILE = /design/flow/constraint.sdc
export NUM_CORES = 4
export LEC_CHECK = 1
export CORE_AREA = 10 10 76 76
export DIE_AREA = 0 0 86 86

===== ./constraint.sdc =====
current_design ALU

set clk_period 7.4
set clk_io_pct 0.2

create_clock -name clk0 -period $clk_period

set non_clock_inputs [all_inputs -no_clocks]
set_input_delay [expr $clk_period * $clk_io_pct] -clock clk0 $non_clock_inputs
set_output_delay [expr $clk_period * $clk_io_pct] -clock clk0 [all_outputs]

===== ./design.v =====
module ALU (Res, A, B, func);
  input [7:0] A, B;
  input [2:0] func;
  output [7:0] Res;
  reg Res;
  always@(func)
    begin
   case(func)
    0 : Res=A;
    1 : Res=A+1;
    2 : Res=A-1;
    3 : Res=A+B;
    4 : Res=A-B;
    5 : Res=A<<1;
    6 : Res=A>>1;
    7 : Res=A^B;
    default : Res=8'bxxxxxxx;
   endcase
    end
endmodule

===== ./run.sh =====
#!/bin/bash
# OpenROAD 26Q1-2900-gdf79404cd8, Yosys 0.63+post, stock flow scripts
make -C /OpenROAD-flow-scripts/flow DESIGN_CONFIG=/design/flow/config.mk WORK_HOME=/design/flow/orfs finish

==> results.txt <==
Status: finished, final reports clean
Post-route setup slack: 0.985 ns
DP HPWL: 2.63 mm
Number of antenna-violating nets in the routed design: 0
Die Footprint: 7400 um2
Core Util, Final: 33.3%
Post-synth design cell area: 1060 um2
Area growth from synthesis to layout: 28.9%
Worst hold margin: 4.09 ns
Crit Path Max Fanout: 12
Kind of critical path: primary input to output port
TNS Setup: 0 ns
DP Worst Slack: 0.987 ns
RSZ-0062 raised after global routing: no
Synthesized instance count: 174
Layout cells sized above 1: 5.21%
Synth Seq Share: 0%
Slew HR: 70.2%
Core Rows: 23
Syn_area_per_cell: 6.10 um2
Maximum vdd ir drop: 0.0000267 V
Core area: 4120 um2
Initial antenna violation count: 0
Worst Setup Start Kind: primary input
Post-CTS Resized: 0
Total number of vias: 1196
Setup bufs post-CTS: 0
Max-cap violations: 0
Yosys warning count: 1
Fin crit period: 6.42 ns
Number of remaining DRC errors: 0
Area after DPL: 1370 um2
Fmax: 0.156 GHz
Port Buffers: 27
CP startpoint: func[1]
Max-slew violations: 0
First-pass GRT wire length: 5.40 mm
WL per Instance: 12.9 um
Share of the synthesized area in the top cell type: 10.6%
WL final: 3.13 mm
1st-pass router iterations: 4
Worst slew pin tran: 0.445 ns
Iteration-0 DRC Markers: 124
Leading post-synthesis cells by cell area: ha_1 11%, nand2_1 9.9%, o21ai_0 9.0%
# diodes: 0
Period utilization: 86.7%
Synth top cell by count: nand2_1
Type of the most critical hold path: primary input to output port
FP Core Util: 25.8%
Number of global-route vias before repair: 1117
Yosys Chip Area: 1060 um2
Worst endpoint data arrival time: 4.94 ns
Total GRT Usage: 8.37%
Total gr overflow: 0
Req. time, crit path: 5.92 ns
Top cells by count: 28 x nand2_1, 20 x nor2_1, 19 x o21ai_0, 11 x inv_1, 10 x xnor2_1
Endpoint kind of the worst setup timing path: output port
Sequential cell count: 0
Global placer's final weighted congestion: 0.873
CP endpoint: Res[7]
Final setup vio count: 0
Largest net degree at the start of global routing: 35
Yosys cell count: 174
Hold Vio Cnt, Final: 0
Distinct cells, synth: 39
Chip height: 86 um
Vias/cell: 4.94
Cell taking the most area after synthesis: ha_1
Post-route cell area: 1370 um2
LEAKAGE: 0.542 nW
Top Ports: 27
Die extent in x: 86 um
Sequential Area: 0 um2
OpenROAD warnings: 33
Power per cell area: 77.1 nW/um2
# clk buffers: 0
Hold bufs inserted after CTS: 0
-- logic make-up (layout without fill, tap and decap cells) --
| family | Yosys count | after routing | synth area share [%] |
|---|---|---|---|
| xor+xnor | 17 | 17 | 14.0 |
| fa+ha+maj | 11 | 11 | 13.4 |
| simple gates | 68 | 68 | 29.3 |
| mux | 3 | 3 | 4.00 |
| buf+inv | 24 | 42 | 9.19 |
| compound gates | 51 | 51 | 30.0 |
-- layout by cell type (no fill, tap or decap), drive strengths merged, types with 2 or more instances in the layout --
cell,instances
a211oi,4
a21oi,9
buf,4
clkdlybuf4s50,27
ha,9
inv,11
mux2i,2
nand2,29
nand2b,3
nand3,2
nor2,20
nor2b,2
nor3,6
nor4,2
o211ai,2
o21ai,19
o221ai,2
o22ai,9
xnor2,10
xor2,7
-- worst min-delay path by stage --
stage         startpoint  endpoint  cells past startpoint
finish              A[7]    Res[7]                      4
global route     func[2]    Res[6]                      3
CTS                 A[7]    Res[7]                      4
-- per-stage QoR --
step	cells	power [mW]
after floorplan	174	0.0645
after global placement	242	0.107
after global routing	242	0.120
after CTS	242	0.107
after detailed placement	242	0.106
final	242	0.106
-- final cells by class --
class                      count  area [um2]
fill                         448        2750
multi-input combinational    150         965
inverter                      11        41.3
tap                           50        62.6
timing repair buffer          31         300
-- critical path, cell delays in order --
cell             delay, ns
clkdlybuf4s50_1       0.73
nor2b_1               0.45
nor2_1                0.10
o22ai_1               0.19
ha_1                  0.30
and3_1                0.21
a21oi_1               0.15
a211oi_1              0.10
xor2_1                0.19
maj3_1                0.39
o221ai_2              0.16
clkdlybuf4s50_1       0.49
-- power breakdown --
group / leakage, nW / switching [mW] / internal, mW
Sequential: 0 / 0 / 0
Clock: 0 / 0 / 0
Combinational: 0.542 / 0.0512 / 0.0544
-- routing by layer --
layer  up-vias  part of all wire (%)  wire length, um  global-route usage (%)
met1       523                    54             1700                    13.2
met4         0                     0                0                       0
met2        27                    41             1290                    12.4
met3         0                   4.5              140                   0.858
met5         -                     0                0                       0
li1        646                     -                -                       -
Power and IR drop assume default switching activity.
